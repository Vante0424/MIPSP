==> ./design.v <==
module HiLo(
    input wire rst,
    input wire clk,
    input wire [31:0] wHiData,
    input wire [31:0] wLoData,
    input wire whi,
    input wire wlo,
    output reg [31:0] rHiData,
    output reg [31:0] rLoData
);
    reg [31:0] Hi,Lo;
    always@(*)
       if(rst == 1'b1)
         begin
           rHiData = 32'h00000000;
           rLoData = 32'h00000000;
         end
       else
         begin
           rHiData = Hi;
           rLoData = Lo;
         end
    always@(posedge clk)
     if(rst == 1'b0)
       begin
         if(whi == 1'b0)
           Hi <= wHiData;
         if(wlo == 1'b0)
           Lo <= wLoData;
       end   
endmodule
module InstMem(
    input wire ce,
    input wire [31:0] addr,
    output reg [31:0] data
);
    reg [31:0] instmem [1023 : 0];    
    always@(*)      
        if(ce == 1'b0)
          data = 32'h00000000;
        else
          data = instmem[addr[11 : 2]];   
    initial
      begin
        instmem [0] = 32'h34011100;   
        instmem [1] = 32'h34020020;   
        instmem [2] = 32'h3403ff00;   
        instmem [3] = 32'h3404ffff;   
		instmem [4] = 32'h1C200001;   
		instmem [5] = 32'h34051100;   
		instmem [6] = 32'h34060028;   
		instmem [7] = 32'h0041382A;   
		instmem [8] = 32'h00C0F809;   
		instmem [9] = 32'h34081100;    
		instmem [10] = 32'h34090020;   
		instmem [11] = 32'h00290019;   
		instmem [12] = 32'h00005010;   
		instmem [13] = 32'h00005812;   
		instmem [14] = 32'h0029001B;   
		instmem [15] = 32'h01496022;   
		instmem [16] = 32'h00CC0018;   
		instmem [17] = 32'h00CC001A;   
		instmem [18] = 32'h018B682A;   
		instmem [19] = 32'h018A702A;   
		instmem [20] = 32'h3C0FFFFF;   
		instmem [21] = 32'h35EFFFFE;   
		instmem [22] = 32'h018F802A;   
		instmem [23] = 32'h00220018;   
    instmem [24] = 32'h002C0018;   
    instmem [25] = 32'h0022001A;   
    instmem [26] = 32'h0186001A;   
    instmem [27] = 32'h018F001A;   
    instmem [28] = 32'h000C8883;   
      end
endmodule
==> ./run.sh <==
#!/bin/bash
# OpenROAD 26Q1-2900-gdf79404cd8, Yosys 0.63+post, stock flow scripts
make -C /OpenROAD-flow-scripts/flow DESIGN_CONFIG=/design/flow/config.mk WORK_HOME=/design/flow/orfs finish
==> ./config.mk <==
export PLATFORM = sky130hd
export DESIGN_NAME = InstMem
export DESIGN_NICKNAME = InstMem
export VERILOG_FILES = /design/flow/design.v
export SDC_FILE = /design/flow/constraint.sdc
export NUM_CORES = 4
export LEC_CHECK = 1
export CORE_AREA = 10 10 79 79
export DIE_AREA = 0 0 89 89
export SYNTH_MEMORY_MAX_BITS = 65536
==> ./constraint.sdc <==
current_design InstMem

set clk_period 1.5
set clk_io_pct 0.2

create_clock -name clk0 -period $clk_period

set non_clock_inputs [all_inputs -no_clocks]
set_input_delay [expr $clk_period * $clk_io_pct] -clock clk0 $non_clock_inputs
set_output_delay [expr $clk_period * $clk_io_pct] -clock clk0 [all_outputs]
==> notes.md <==
Main metrics from the flow reports.

In this run the count of I/O pins placed on the die edge is 65. From synthesis to final layout, the design area changed by 138.4%. The final tally of hold violations came out at 0. Per the run summary, max-cap violations total 0. The worst ir drop on vdd is 127.7 uV. In the synthesized netlist, the cells that appear most often are sky130_fd_sc_hd__a21oi_1, sky130_fd_sc_hd__o21ai_0, sky130_fd_sc_hd__nor2_1.

The placement report lists the number of port buffers as 34. The total congestion overflow after global routing came out at 0. The floorplan step defined a core boundary enclosing 4661 um^2.

The area share of the largest cell type after synthesis is 0.1625. After synthesis, the chip area reported by Yosys is 1001 um^2. The initial antenna violation count was 0. The internal power contribution is 379.8 uW.

The tightest min-delay check is of the in -> out type. The logs give a warning total of 72. The share of the clock period used by the worst path after layout is 1.272.

The netlist area before placement came out at 1001 um^2. Setup repair after global routing could not meet its margin everywhere. There are 0 flip-flops and latches. The post-synthesis average cell area is 6.500 um^2.

The area of the die came out at 7921 um^2. The area after detailed placement is 1682 um^2. The static leakage came out at 1.081 nW. The critical path is of the in -> out type. The area taken by flip-flops and latches is 0 um^2. The instance count of the mapped netlist is 154. The power dissipated by switching net loads is 334.7 uW. Of the total power, the share spent switching nets is 0.4684. The combinational fraction of design power is 1.000.

The clock group share of total power came out at 0. The aggregate global-route resource usage came out at 0.1333. STA classifies the critical path startpoint as an input pin. Across all hold checks on the routed design, the worst slack comes to 1.107 ns. The total of clock buffers placed in the layout came out at 0.

The script parses the final routing iteration and logs DRC violations as 0. The wire length reported by the detailed router came out at 5867 um. The required time reported for the critical path endpoint came out at 1.20 ns. The number of DRC violations after detailed-routing iteration 0 came out at 159. The antenna cell count came out at 0. For reference, the final report shows the max-slew violation count at 0. The overall die width came out at 89 um. The sum of net half-perimeters after detailed placement came out at 3396 um.

By area the synthesized netlist is led by sky130_fd_sc_hd__ha_1, sky130_fd_sc_hd__a21oi_1, sky130_fd_sc_hd__o21ai_0, sky130_fd_sc_hd__buf_4, sky130_fd_sc_hd__nor2_1. After detailed routing, the number of vias per cell comes to 5.192. For this run, the register share of the synthesized area comes to 0. The number of buffers inserted for hold repair after clock tree synthesis came out at 0. The number of distinct library cells after synthesis came out at 38. The cell area after layout is 2386 um^2. The number of global-route vias before repair came out at 1599. The share of cells above drive strength 1 is 0.7441. The total cells reported by yosys after synthesis is 154.

The remaining antenna violation count after routing came out at 0. The number of setup violations in the final report is 28. The pin count of the biggest net entering global routing came out at 13. The number of rows in the core area came out at 25. The data arrival time reported for the critical path is 1.61 ns. The flow reports an fmax of 523.9 MHz.

The per-cell routed wire length came out at 19.05 um. The first global-routing pass estimated 8459 um of wire. The peak fanout along the critical path is 4.

For this run, the detailed router's first-pass iteration total came to 4. The count of filler cells inserted in the layout is 369. The sequential cell fraction of total power came out at 0. The flow ran to the end, but the final reports show violations.

Warnings reported by Yosys during synthesis add up to 1. The synthesized design spends more area on one cell type than any other, namely sky130_fd_sc_hd__ha_1. The final reports fail on setup timing. The sum of negative setup slack came out at -6.802 ns. The total power divided by cell area came out at 299.4 nW/um^2. Sorting the synthesis cell report by count puts at the top sky130_fd_sc_hd__a21oi_1. The core utilization before placement came out at 0.2148. At the end of routability-driven placement, the weighted congestion stood at 0.9172. The total number of vias is 1599.

The worst setup path is captured at an output pin. The final critical-path required period is 1.909 ns. After layout, the worst setup slack is -0.4087 ns.

Per the OpenROAD floorplan log, the height of the die is 89 um.
## critical path, stage by stage
cell                         delay (ns)
sky130_fd_sc_hd__buf_8             0.08
sky130_fd_sc_hd__clkinvlp_4        0.14
sky130_fd_sc_hd__ha_4              0.28
sky130_fd_sc_hd__and2b_2           0.23
sky130_fd_sc_hd__buf_6             0.12
sky130_fd_sc_hd__nand2_2           0.07
sky130_fd_sc_hd__o211ai_1          0.09
sky130_fd_sc_hd__a21oi_1           0.17
sky130_fd_sc_hd__buf_2             0.12
## power by group through the flow
stage | combinational (mW) | clock, mW | sequential (mW)
6_report | 0.714 | 0 | 0
5_1_grt | 0.760 | 0 | 0
4_1_cts | 0.612 | 0 | 0
## metrics by stage
stage / std cells / setup WS, ns / power [mW] / util
floorplan: 157 / -0.001185 / 0.2111 / -
global route: 308 / -0.4465 / 0.7603 / 0.5119
global placement: 274 / -1.138 / 0.4664 / 0.3608
CTS: 300 / -0.3318 / 0.6121 / 0.4682
detailed placement: 274 / -1.150 / 0.4657 / 0.3608
finish: 308 / -0.4087 / 0.7144 / 0.5119
## placed cells by master (no fill, tap or decap), types with 2 or more instances in the layout
master	count
sky130_fd_sc_hd__buf_4	44
sky130_fd_sc_hd__buf_6	35
sky130_fd_sc_hd__buf_2	28
sky130_fd_sc_hd__a21oi_2	10
sky130_fd_sc_hd__nor2_1	10
sky130_fd_sc_hd__ha_4	10
sky130_fd_sc_hd__a21oi_1	9
sky130_fd_sc_hd__o21ai_2	8
sky130_fd_sc_hd__nand2_1	7
sky130_fd_sc_hd__o21ai_1	6
sky130_fd_sc_hd__nor2_4	4
sky130_fd_sc_hd__a221oi_2	4
sky130_fd_sc_hd__nand2_2	4
sky130_fd_sc_hd__conb_1	4
sky130_fd_sc_hd__and2b_2	3
sky130_fd_sc_hd__o21ai_0	3
sky130_fd_sc_hd__nor2_2	3
sky130_fd_sc_hd__o211ai_1	3
sky130_fd_sc_hd__o21a_1	3
sky130_fd_sc_hd__ha_1	3
sky130_fd_sc_hd__buf_8	3
sky130_fd_sc_hd__buf_12	3
sky130_fd_sc_hd__inv_2	2
sky130_fd_sc_hd__nand2_4	2
sky130_fd_sc_hd__nor2b_4	2
sky130_fd_sc_hd__and2_4	2
sky130_fd_sc_hd__a2bb2oi_1	2
sky130_fd_sc_hd__nand2b_4	2
sky130_fd_sc_hd__a211o_1	2
sky130_fd_sc_hd__o31ai_4	2
sky130_fd_sc_hd__a21o_1	2
sky130_fd_sc_hd__mux2i_4	2
## kinds of logic after synthesis
logic type | count (synthesis) | synth area share
AND-OR/OR-AND | 62 | 0.4013
multiplexers | 4 | 0.04000
buffers and inverters | 24 | 0.1450
adder cells (fa/ha/maj) | 13 | 0.1625
AND/OR/NAND/NOR | 50 | 0.2475
other | 1 | 0.003746
## cell type report
type,instances,area [um^2],area share
Timing Repair Buffer,115,991.0,0.4153
Tap cell,54,67.56,0.02832
Multi-Input combinational cell,133,1289,0.5401
Inverter,6,38.79,0.01626
## metal layers
metal | global-route usage | vias to the layer above | wire length (um)
met3 | 0.02112 | 4 | 528
met1 | 0.1836 | 772 | 2556
met5 | 0 | - | 0
li1 | - | 750 | -
met4 | 0.03179 | 0 | 45
met2 | 0.2128 | 73 | 2737
## path summary, 6_finish.rpt
kind	startpoint	end	slack, ns	cells past startpoint
min	ce	data[7]	1.11	3
max	addr[3]	data[19]	-0.41	9
## what timing repair did
| action | CTS | global route |
|---|---|---|
| pin swaps | 41 | 24 |
| resized | 223 | 33 |
| hold endpoints to repair | 0 | 0 |
| setup buffers | 28 | 9 |
| endpoints found under the setup margin | 28 | 28 |
Power figures rest on the tool's default switching activity, not on a simulated workload.
